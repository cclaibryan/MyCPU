--- /design/flow/design.v ---
`timescale 1ns / 1ps
module dataMemory(
input clock,
input d_we,
input [7:0] d_addr,
input [15:0] d_datain,
output [15:0] d_dataout
    );
reg [15:0] data_mem [255:0];		 
always @(posedge clock) begin
	if (d_we)  data_mem[d_addr] <= d_datain;	 
	else		  d_dataout <= data_mem[d_addr];	 
end
endmodule
--- /design/flow/run.sh ---
#!/bin/bash
# OpenROAD 26Q1-2900-gdf79404cd8, Yosys 0.63+post, stock flow scripts
make -C /OpenROAD-flow-scripts/flow DESIGN_CONFIG=/design/flow/config.mk WORK_HOME=/design/flow/orfs finish
--- /design/flow/config.mk ---
export PLATFORM = sky130hd
export DESIGN_NAME = dataMemory
export DESIGN_NICKNAME = dataMemory
export VERILOG_FILES = /design/flow/design.v
export SDC_FILE = /design/flow/constraint.sdc
export NUM_CORES = 4
export LEC_CHECK = 1
export CORE_UTILIZATION = 30
--- /design/flow/constraint.sdc ---
current_design dataMemory

set clk_period 33.7
set clk_io_pct 0.2

create_clock -name clk0 -period $clk_period [get_ports {clock}]

set non_clock_inputs [all_inputs -no_clocks]
set_input_delay [expr $clk_period * $clk_io_pct] -clock clk0 $non_clock_inputs
set_output_delay [expr $clk_period * $clk_io_pct] -clock clk0 [all_outputs]
==> flow_metrics.env <==
# yosys + openroad results
export IMPL_cp_required_ps=34370
export IMPL_edf_count=4112
export IMPL_drv_slew=0
export IMPL_critPathLaunch="d_addr[0]"
export IMPL_p_sw_share_pct=21.0
export IMPL_initCoreUtil_pct=30.1
export IMPL_ys_cells=6725
export IMPL_drt_total_wl_um=405000
export IMPL_tightest_slew_ps=1240
export IMPL_portBuffers=41
export IMPL_syn_inst=6725
export IMPL_r2r_start="data_mem[27][12]$_DFFE_PP_"
export IMPL_rows=264
export IMPL_htreeDepth=5
export IMPL_grt_pass1_vias=82500
export IMPL_setup_violations=0
export IMPL_synth_area_per_cell_um2=23.1
export IMPL_path_class="input pin to register"
export IMPL_slew_limit_headroom_pct=16.0
export IMPL_rr_worst_depth=6
export IMPL_routed_via_density=5.05
export IMPL_p_sw_uw=2220
export IMPL_fin_ws_ps=21630
export IMPL_comb_power_share_pct=4.5
export IMPL_cellLeakagePower_uw=0.0544
export IMPL_fin_crit_sh_pct=35.8
export IMPL_ys_seq_share_pct=79.4
export IMPL_top_cell_area_share_pct=79.4
export IMPL_whs_path_depth=5
export IMPL_cts_clk_slew_worst_paths_ps=60
export IMPL_hold_path_startpoint="data_mem[179][6]$_DFFE_PP_"
export IMPL_vias=73300
export IMPL_clkSinkCount=4112
export IMPL_hold_viol_final=0
export IMPL_cts_buffers=409
export IMPL_antenna_left=0
export IMPL_cts_hold_buf=0
export IMPL_cts_resized=0
export IMPL_yosysTopAreaCell="edfxtp_1"
export IMPL_most_common_cell="edfxtp_1"
export IMPL_drt_initial_drc_count=4933
export IMPL_skew_ps=71.2
export IMPL_start_kind="input pin"
export IMPL_synth_main_ff_cell="edfxtp_1"
export IMPL_cts_root_buf="clkbuf_16"
export IMPL_power_density_mw_per_mm2=58.7
export IMPL_cts_path_max_buffers=4
export IMPL_synth_cell_types=20
export IMPL_seqPwrFrac_pct=53.3
export IMPL_timing_setup_tns_ps=0
export IMPL_synth_area_mm2=0.155
export IMPL_die_h_um=722
export IMPL_cp_end_kind="register"
export IMPL_wl_per_cell_um=27.9
export IMPL_drc_errors=0
export IMPL_grt_max_degree=98
export IMPL_die_w_um=722
export IMPL_chip_area_mm2=0.521
export IMPL_status="completed"
export IMPL_post_dp_hpwl_um=238000
export IMPL_area_growth_pct=15.9
export IMPL_dr_pass1_iters=22
export IMPL_drive_gt1_share_pct=29.1
export IMPL_max_cap_violations=0
export IMPL_p_clk_share_pct=42.1
export IMPL_tritoncts="yes"
export IMPL_ys_flops=4112
export IMPL_antenna_found_initial=19
export IMPL_grt_overflow=0
export IMPL_nFillCells=46600
export IMPL_hp_class="register to register"
export IMPL_fin_crit_ps=12070
export IMPL_core_area_mm2=0.517
export IMPL_reg2reg_to="d_dataout[12]$_DFFE_PN_"
export IMPL_fmaxAchievable_mhz=82.9
export IMPL_ir_drop_mv=0.0489
export IMPL_globalRouteTotalUtil_pct=16.6
export IMPL_gp_congestion=0.857
export IMPL_dpl_cell_count=13800
export IMPL_synthTopCellsByCount="4112 x edfxtp_1, 1024 x mux4_2, 512 x a22oi_1"
export IMPL_rsz0062_at_grt="false"
export IMPL_layout_cells_non_filler=14500
export IMPL_worst_ep_arrival_time_ps=12730
export IMPL_topCellsByArea="edfxtp_1 79%, mux4_2 15%, a22oi_1 2.5%"
export IMPL_rrSetupSlack_ps=30290
export IMPL_whs_endpoint="d_dataout[6]$_DFFE_PN_"
export IMPL_p_int_uw=8370
export IMPL_cts_setup_buffers=0
export IMPL_grt_pass1_wl_um=579000
export IMPL_synthArstFlopShare_pct=0
export IMPL_yosysWarnings=2
export IMPL_num_io_pins=42
export IMPL_clkLatencyLatePin_ps=980
export IMPL_dp_slack_ps=20420
export IMPL_holdWs_ps=986
export IMPL_cp_max_fo=75
export IMPL_warnings=26
export IMPL_ys_area_mm2=0.155
## critical path: stages
cell     delay [ps]
buf_16          280
buf_4           590
buf_4           570
buf_4           670
buf_12          560
buf_4           610
mux4_2          580
a22oi_1         200
a21oi_1         150
o41ai_1        1140
buf_4           280
nand4_1         100
## cells by family (layout without fill, tap and decap cells)
group                  count (synthesis)  count (layout)  share of synthesized area (%)
buffers and inverters                419            1284                           1.19
flip-flops                          4112            4112                           79.4
other                                  0              13                              0
multiplexers                        1024            1024                           14.8
AND/OR/NAND/NOR                      338             338                          0.908
AND-OR/OR-AND                        832             832                           3.66
## flip-flops by register name, summed over array words and instances, names as in the netlist
| name | cells |
|---|---|
| data_mem | 4096 |
| d_dataout | 16 |
## final cells by class
type,instances,area [µm²],area share (%)
inverters,1,3.75,0.00208
well taps,6916,8650,4.80
clock inverters,266,2530,1.41
repair buffers,531,4280,2.37
clock buffers,486,10600,5.90
flip-flops and latches,4112,123000,68.5
diodes,13,32.5,0.0180
multi-input cells,2194,30600,17.0
## per-stage QoR
step	total power (µW)	instance area, µm²	util [%]
5_1_grt	10900	180000	34.9
6_report	10600	180000	34.9
3_5_place_dp	6240	167000	32.3
4_1_cts	10700	180000	34.9
2_1_floorplan	5990	155000	-
3_3_place_gp	6230	167000	32.3
## worst max path at each step
stage | slack [ps] | depth (start not counted) | to
4_1_cts | 21480 | 12 | d_dataout[12]$_DFFE_PN_
5_1_grt | 21200 | 12 | d_dataout[12]$_DFFE_PN_
6_report | 21630 | 12 | d_dataout[12]$_DFFE_PN_
## routing by layer
layer	share of wire [%]	up-vias	global-route usage (%)
met5	0.26	-	1.23
met4	3.9	39	5.18
met3	19	727	15.4
met2	46	5036	24.7
met1	30	37400	16.3
li1	-	30200	-
## power by group through the flow
stage / logic [µW] / registers, µW / clock network, µW
after CTS: 487 / 5650 / 4540
after global routing: 516 / 5640 / 4730
final: 480 / 5650 / 4460
## placed cells by master, fill, tap and decap left out, drive strengths merged
cell              n
and2              3
nand2            25
clkinvlp         21
diode            13
a22oi           512
nand4            17
nand2b            5
inv              15
a21oi           256
nor2            234
clkinv          190
nor2b             8
bufinv           41
nor3             27
clkdlybuf4s50    23
edfxtp         4112
mux4           1024
clkbuf          486
buf             508
nand3            17
or2               2
o41ai            64
Power and IR drop assume default switching activity.
